==> design/flow/design.v <==
module up_counter (out, incr, reset, clk);
	output logic [3:0] out;
	input logic incr, reset, clk;
	always_ff @(posedge clk) begin
		if (reset)
			out <= 4'b000;
		else if (incr)
			out <= out + 4'b0001;
		else 
			out <= out;
	end 
endmodule
==> design/flow/run.sh <==
#!/bin/bash
# OpenROAD 26Q1-2900-gdf79404cd8, Yosys 0.63+post, stock flow scripts
make -C /OpenROAD-flow-scripts/flow DESIGN_CONFIG=/design/flow/config.mk WORK_HOME=/design/flow/orfs finish
==> design/flow/config.mk <==
export PLATFORM = sky130hd
export DESIGN_NAME = up_counter
export DESIGN_NICKNAME = up_counter
export VERILOG_FILES = /design/flow/design.v
export SDC_FILE = /design/flow/constraint.sdc
export NUM_CORES = 4
export LEC_CHECK = 1
export CORE_AREA = 10 10 70 70
export DIE_AREA = 0 0 80 80
==> design/flow/constraint.sdc <==
current_design up_counter

set clk_period 1.3
set clk_io_pct 0.2

create_clock -name clk0 -period $clk_period [get_ports {clk}]

set non_clock_inputs [all_inputs -no_clocks]
set_input_delay [expr $clk_period * $clk_io_pct] -clock clk0 $non_clock_inputs
set_output_delay [expr $clk_period * $clk_io_pct] -clock clk0 [all_outputs]
==> run summary <==
impl run done, here's what came out: fin cells 75, top achievable clock speed ~900 MHz, Critical Path Stages 1, antenna cells 0, slew at the pin closest to its max-slew limit between 0.15 and 0.2 ns, sum of routed wire segments on met1 about 260 um, headroom to the max-slew limit between 80 and 90%, drt first pass iters 2, adder and majority cell fraction of the synthesized area 6.99%, post-synthesis mux area share about 14%, die height ~80 um, status finished clean, met2 WL post-DR approximately 150 um, most instantiated cells after synthesis dfxtp_1 (4), nor2_1 (3), Pwr per Cell Area about 940 nW/um^2, Post-Synth AOI/OAI Area 8.39%, register with the most flip-flops out, Tcrit/Tclk final 83.0%, area of the chip 6400 um^2, max-cap viol count 0, Final Total Pwr 336 uW, flip-flops with a built-in enable 0, Top area cell types dfxtp_1 (45%), mux2_4 (8.4%), ha_1 (7.0%), number of nets with antenna violations after routing 0, core region area about 3400 um^2, synth-to-layout area growth 101%, distinct cell type count of the synthesized netlist 11, layout filler cell count 410, instance tally after logic synthesis 16, boundary pin count 7, clock tree from TritonCTS done, Setup TNS Final 0 ns, I/O Buffers 6, highest metal layer with signal wires met3, proportion of layout cells with a drive suffix above 1 between 40% and 50%, start point of the worst hold path out[1], share of synthesized cell area in and, or, nand and nor gates a little over a fifth, post-CTS clock slew at the launch and capture registers of the worst setup and hold paths ~0.04 ns, path type of the worst setup path reg2out, launch point of the critical path out[2], core utilization of the finished layout between 10% and 20%, final estimated routing congestion in global placement approximately 0.66, total global routing track utilization between 1.5 and 2%, leakage roughly 0.18 nW, Via-to-Cell Ratio approximately 2.1, Max stage delay cell, worst path dfxtp_2, Final Routed Wirelength roughly 500 um, antenna violations before repair 0, WP buf/inv 1, Max-area cell share 44.8%, effective utilization at floorplan 5.24%, horizontal die size roughly 80 um, FF-to-FF path depth 4, number of endpoints failing setup at the final stage 0, via count of the first global-routing pass about 180, leading area contributor after synthesis dfxtp_1, YS chip area 179 um^2, family with the most delay on the worst path flip-flops, count of synthesis-stage warnings from yosys 1, detailed-route via count between 150 and 200, maximum single-stage delay on the critical path 0.32 ns, number of levels in the clock H-tree 1, total standard cell area after synthesis approximately 180 um^2, most used flip-flop cell dfxtp_1, top logic cell family in the synthesized netlist simple AND/OR/NAND/NOR gates, DRC violations left 0, endpoint required time on the critical path between 1 and 1.5 ns, Clock Latency Late Sink approximately 0.23 ns, warning total across the stage logs 25, Final Critical Period 1.08 ns, number of flip-flops in the largest register 4, max-slew violation count 0, Worst VDD drop about 0.31 mV, endpoint of the worst-slack reg-to-reg timing path out[2], Cell Chain, Critical Path dlygate4sd2_1, xor/xnor share of the synthesized area slightly below 5%, number of cell instances after yosys synthesis 16, crit-path max FO 4, per-instance average area after synthesis 11.2 um^2, Clock Tree Buf Depth 2, capturing element of the worst setup path out[2], most popular library cell in the synthesized design by count dfxtp_1, DR WL/cell between 6 and 7 um, TritonCTS Buffers 3, worst hold path class reg2reg, setup repair after global routing missed its margin no, register area share after synthesis between 40% and 50%, initial detailed-routing violation count 5, reg-to-reg setup timing slack approximately 0.26 ns, hold buffers post-CTS 0, startpoint of the worst-slack reg-to-reg timing path out[0], maximum number of pins on one net before global-route repair 5, Startpoint Class flop, placed cells between 70 and 80, number of core rows 21, Arr. time, crit path slightly above 0.8 ns, final hold violation count 0, TritonCTS Sinks 4, library cell used as clock root buffer clkbuf_4, wire length of the first global-routing pass roughly 800 um, async set-reset flop share out of synthesis 0%, detailed-routed wire length on met3 between 70 and 80 um, Post-Route Skew roughly 0.0009 ns, type of element capturing the critical path primary output, overflow left after global routing 0, number of synthesized register bits 4, Regs by FF count out (4)
stage by stage:
step | hold WS, ns | instance area [um^2] | setup slack [ns]
2_1_floorplan | 0.329 | 179 | 0.413
4_1_cts | 0.532 | 354 | 0.00669
6_report | 0.534 | 359 | 0.220
3_5_place_dp | 0.569 | 319 | 0.0278
3_3_place_gp | 0.549 | 319 | 0.0255
5_1_grt | 0.576 | 359 | 0.189
how the worst min path moves through the flow:
stage	end	slack, ns	depth (start not counted)
4_1_cts	out[1]	0.53	2
6_report	out[1]	0.53	2
5_1_grt	out[2]	0.58	2
final cells by class:
class	instances	area, um^2	area share, %
Sequential cell	4	87.6	24.4
Timing Repair Buffer	10	92.6	25.8
Tap cell	46	57.6	16.0
Multi-Input combinational cell	12	98.8	27.5
Clock buffer	3	22.5	6.27
logic make-up (layout without fill, tap and decap cells):
group | after synthesis | count (layout)
simple gates | 6 | 6
flops | 4 | 4
compound gates | 2 | 2
mux | 2 | 2
fa+ha+maj | 1 | 1
xor+xnor | 1 | 1
buf+inv | 0 | 13
cells in the final DEF (no fill, tap or decap):
cell             instances
a21bo_2                  1
a21oi_1                  1
buf_4                    4
clkbuf_4                 3
clkdlybuf4s50_1          2
dfxtp_2                  3
dfxtp_4                  1
dlygate4sd2_1            2
dlymetal6s2s_1           2
ha_1                     1
mux2_4                   1
mux2i_1                  1
nand3b_1                 1
nand4_2                  1
nor2_1                   3
nor2b_1                  1
xnor2_1                  1
power by group:
group	internal, mW	leakage (nW)	total [mW]	switching, mW
sequential	0.131	0.0346	0.137	0.00587
clock	0.103	0.0138	0.153	0.0495
combinational	0.0295	0.136	0.0463	0.0167
total	0.264	0.184	0.336	0.0721
routing by layer:
| metal | vias to the layer above | GRT usage, % |
|---|---|---|
| met5 | - | 0 |
| li1 | 82 | - |
| met2 | 9 | 1.61 |
| met3 | 0 | 1.82 |
| met1 | 66 | 2.31 |
| met4 | 0 | 0.352 |
what timing repair did:
item	4_1_cts	5_1_grt
gates resized	7	2
endpoints found under the setup margin	4	2
setup buffers	1	0
cloned	0	0
Power is estimated from default activity; no workload was simulated.
